## flow/run.sh

```bash
#!/bin/bash
# OpenROAD 26Q1-2900-gdf79404cd8, Yosys 0.63+post, stock flow scripts
make -C /OpenROAD-flow-scripts/flow DESIGN_CONFIG=/design/flow/config.mk WORK_HOME=/design/flow/orfs finish
```

## flow/config.mk

```make
export PLATFORM = sky130hd
export DESIGN_NAME = cpu
export DESIGN_NICKNAME = cpu
export VERILOG_FILES = /design/flow/design.v
export SDC_FILE = /design/flow/constraint.sdc
export NUM_CORES = 4
export LEC_CHECK = 1
export CORE_UTILIZATION = 30
```

## flow/constraint.sdc

```tcl
current_design cpu

set clk_period 17.0
set clk_io_pct 0.2

create_clock -name clk0 -period $clk_period [get_ports {clk}]

set non_clock_inputs [all_inputs -no_clocks]
set_input_delay [expr $clk_period * $clk_io_pct] -clock clk0 $non_clock_inputs
set_output_delay [expr $clk_period * $clk_io_pct] -clock clk0 [all_outputs]
```

## flow/design.v

```verilog
`timescale 1ns / 1ps
module ALU(
  input  signed	    [31:0]	alu_a,
  input  signed	    [31:0]	alu_b,
  input	            [2:0]	alu_op,
  output     reg   	    [31:0]	alu_out
);
parameter	A_NOP	= 3'h00;	 
parameter	A_ADD	= 3'h01;	 
parameter	A_SUB	= 3'h02;	 
parameter	A_AND   = 3'h03;	 
parameter	A_OR    = 3'h04;	 
parameter	A_XOR   = 3'h05;	 
parameter	A_NOR   = 3'h06;	 
parameter	A_NEG	= 3'h07;	 
always @(*) begin
	case (alu_op)
		A_NOP:
			alu_out<=32'b0;
		A_ADD:
			alu_out<=alu_a+alu_b;
		A_SUB:
			alu_out<=alu_a-alu_b;
		A_AND:
			alu_out<=alu_a&alu_b;
		A_OR:
			alu_out<=alu_a|alu_b;
		A_XOR:
			alu_out<=alu_a^alu_b;
		A_NOR:
			alu_out<=alu_a~^alu_b;	
		A_NOR:
			alu_out<=0-alu_a;
	endcase
	end		
endmodule
`timescale 1ns / 1ps
module cpu(
	input clk,
	input rst,
	input [31:0]ir,
	input [31:0]in_data,
	output reg [7:0]pc,
	output reg [7:0]out_addr,
	output reg [31:0]out_data,
	output reg we,
	output [2:0]states,
	output signs,
	output [31:0]regc,
	output [31:0]regout,
	output [31:0]tmpreg1,
	output [31:0]tmpreg2,
	output [31:0]tmpir
    );
	 parameter cal = 6'b000000;
	 parameter nop = 6'b000000;
	 parameter add = 6'b100000;
	 parameter addu = 6'b100001;
	 parameter sub = 6'b100010;
	 parameter subu = 6'b100011;	
	 parameter subi = 6'b001001;
	 parameter m_and = 6'b100100;
	 parameter m_or = 6'b100101;
	 parameter m_xor = 6'b100110;
	 parameter m_nor = 6'b100111;
	 parameter move = 6'b101001;
	 parameter jr = 6'b001000;
	 parameter break = 6'b0001101;
	 parameter addi = 6'b001000;          
	 parameter andi = 6'b001100;
	 parameter lw = 6'b100011;
	 parameter la = 6'b011111;
	 parameter li =6'b100111;
	 parameter sw = 6'b101011;
	 parameter swl = 101010;
	 parameter swr = 101100;
	 parameter bgtz = 6'b000111;
	 parameter bne = 6'b000101;
	 parameter j = 6'b000010;
	 parameter beq = 6'b000100;
	 parameter blez = 6'b000110;
	 parameter ori = 6'b001101;
	 parameter xori = 6'b011110;
	 parameter slti = 6'b001010;	 	
	 parameter jal = 6'b000011;
	 parameter bnez = 6'b001110;
	 parameter bgez = 6'b001111;
	 parameter bltz = 6'b010000;
	 parameter beqz = 6'b010001;
	 parameter neg = 6'b010111;
	 parameter negu = 6'b101000;
	 parameter trap = 6'b111111;	 
	 parameter com = 6'b101110;
	 parameter seq = 6'b011000;
	 parameter sne = 6'b011001;
	 parameter sge = 6'b011010;
	 parameter sgt = 6'b011011;
	 parameter sle = 6'b011100;
	 parameter slt = 6'b011101;
	 parameter sltu = 6'b011110;
	 parameter sgeu = 6'b101110;
	 parameter exe_addr=32'd50;
	 parameter op_nop=3'b000;
	 parameter op_add=3'b001;
	 parameter op_sub=3'b010;
	 parameter op_and=3'b011;
	 parameter op_or=3'b100;
	 parameter op_xor=3'b101;
	 parameter op_nor=3'b110; 
	 parameter op_neg=3'b111;
	 parameter rest=3'b000;
	 parameter execute=3'b001;
	 parameter pause=3'b010;
	 integer i;
	 wire [31:0]extend,alu_out;
	 reg [31:0]regs[0:31];
	 reg [2:0]state;
	 reg [31:0]rs,rt,rd;
	 reg [31:0]id_ir;
	 reg [2:0]op;
	 reg [7:0]state_sign;
	 ALU ALU(rs,rt,op,alu_out);
	 sign ex(id_ir,extend);	
	always@(rst or state_sign) begin
		if(!rst) begin
			state<=rest;
			end
		else if (state_sign)
			state<=pause;
		else begin
			state<=execute;
			end
		end
	reg [7:0]branch_addr;
	reg branch;
	always@(posedge clk or negedge rst)begin
		if (!rst) begin
			id_ir<=32'b0;
			pc<=8'b0;
			end
		else if (state!=execute) begin
			end
		else begin
			id_ir<=ir;
			if (branch) begin
				pc<=branch_addr;
				end
			else begin
				pc<=pc+1;
				end
			end
		end
	reg [31:0]ex_ir;
	reg [4:0]dest; 
	reg write,alu,read;
	always@(posedge clk or negedge rst)begin
		if (!rst) begin
			ex_ir<=32'b0;
			alu<=0;
			read<=0;
			write<=0;
			branch<=0;
			branch_addr<=8'b0;
			rs<=32'b0;
			rt<=32'b0;
			rd<=32'b0;	
			dest<=5'b0;	
			op<=3'b0;		
			end
		else if (state!=execute) begin
			state_sign<=state_sign-1;
			end		
		else if (id_ir[31:26]==nop && id_ir[5:0]==nop) begin
			dest<=5'b0;
			alu<=0;
			read<=0;
			write<=0;
			branch<=0;
			branch_addr<=8'b0;
			op<=3'b0;	
			rt<=0;
			end
		else begin
			ex_ir<=id_ir;
			if ((alu || read) && id_ir[25:21]==dest) rs<=alu_out;
			else if ((mem_alu || mem_read) && id_ir[25:21]==mem_dest) rs<=cal_out;
			else if (id_ir[25:21]==wb_dest)begin
				if (wb_alu)
					rs<=reg_in;
				else if (wb_read)
					rs<=in_data;
				end
			else rs<=regs[id_ir[25:21]];					
			if (id_ir[31:26]==cal && id_ir[5:0]==break) begin
					state_sign<=8'd10;
				end
			else if (id_ir[31:26]==cal && id_ir[5:0]!=nop && id_ir[5:0]!=break) begin
				alu<=1;
				if ((alu || read) && id_ir[20:16]==dest) rt<=alu_out;
				else if ((mem_alu || mem_read) && id_ir[20:16]==mem_dest) rt<=cal_out;
				else if (id_ir[20:16]==wb_dest && (wb_alu || wb_read))begin
					if (wb_alu)
						rt<=reg_in;
					else if (wb_read)
						rt<=in_data;
					end  
				else rt<=regs[id_ir[20:16]];
				dest<=id_ir[15:11];			
				if (id_ir[5:0]==add) begin					
					op<=op_add;					
					end
				else if (id_ir[5:0]==addu) begin
					op<=op_add;
					end					
				else if (id_ir[5:0]==sub) begin
					op<=op_sub;
					end
				else if (id_ir[5:0]==subu) begin
					op<=op_sub;
					end
				else if (id_ir[5:0]==m_and) begin
					op<=op_and;
					end
				else if (id_ir[5:0]==m_or) begin
					op<=op_or;
					end
				else if (id_ir[5:0]==m_xor) begin
					op<=op_xor;
					end
				else if (id_ir[5:0]==m_nor) begin
					op<=op_nor;
					end 
				end
			else if (id_ir[31:26]==com) begin
				alu<=1;
				op<=op_add;
				dest<=id_ir[15:11];
				rs<=0;
				case(id_ir[5:0]) 
					seq:
						if (regs[id_ir[25:21]]==regs[id_ir[20:16]]) rt<=1;
						else rt<=0;
					sne:
						if (regs[id_ir[25:21]]!=regs[id_ir[20:16]]) rt<=1;
						else rt<=0;						
					sge:
						if (regs[id_ir[25:21]]>=regs[id_ir[20:16]]) rt<=1;
						else rt<=0;
					sge:
						if (regs[id_ir[25:21]]>=regs[id_ir[20:16]]) rt<=1;
						else rt<=0;														
					sgt:
						if (regs[id_ir[25:21]]>regs[id_ir[20:16]]) rt<=1;
						else rt<=0;
					sle:
						if (regs[id_ir[25:21]]<=regs[id_ir[20:16]]) rt<=1;
						else rt<=0;	
					slt:
						if (regs[id_ir[25:21]]<regs[id_ir[20:16]]) rt<=1;
						else rt<=0;
					sltu:
						if (regs[id_ir[25:21]]<regs[id_ir[20:16]]) rt<=1;
						else rt<=0;						
					endcase;
				end				
			else if (id_ir[31:26]==ori) begin
				alu<=1;
				op<=op_or;
				dest<=id_ir[20:16];
				rt<=extend;
				end
			else if (id_ir[31:26]==subi) begin
				alu<=1;
				op<=op_sub;
				dest<=id_ir[20:16];
				rt<=extend;
				end				
			else if (id_ir[31:26]==move) begin
				alu<=1;
				op<=op_add;
				dest<=id_ir[20:16];
				rt<=32'b0;
				end		
			else if (id_ir[31:26]==li) begin
				alu<=1;
				op<=op_add;
				dest<=id_ir[20:16];
				rt<=extend;
				end							
			else if (id_ir[31:26]==xori) begin
				alu<=1;
				op<=op_xor;
				dest<=id_ir[20:16];
				rt<=extend;
				end			
			else if (id_ir[31:26]==addi)begin
				alu<=1;
				op<=op_add;
				dest<=id_ir[20:16];
				rt<=extend;
				end
			else if (id_ir[31:26]==andi) begin
				alu<=1;
				op<=op_and;
				dest<=id_ir[20:16];
				rt<=extend;
				end
			else if (id_ir[31:26]==neg || id_ir[31:26]==negu) begin
				alu<=1;
				op<=op_neg;
				dest<=id_ir[20:16];	
				end					
			else alu<=0;
			if (id_ir[31:26]==sw) begin
				write<=1;
				rd<=extend;
				if ((alu || read) && id_ir[20:16]==dest) rt<=alu_out;
				else if ((mem_alu || mem_read) && id_ir[20:16]==mem_dest) rt<=cal_out;
				else if (id_ir[20:16]==wb_dest)begin
					if (wb_alu)
						rt<=reg_in;
					else if (wb_read)
						rt<=in_data;
					end	
				else rt<=regs[id_ir[20:16]];
				end
			else if (id_ir[31:26]==swl) begin
				write<=1;
				rd<=extend;
				if ((alu || read) && id_ir[20:16]==dest) rt<=alu_out[31:16];
				else if ((mem_alu || mem_read) && id_ir[20:16]==mem_dest) rt<=cal_out[31:16];
				else if (id_ir[20:16]==wb_dest)begin
					if (wb_alu)
						rt<=reg_in[31:16];
					else if (wb_read)
						rt<=in_data[31:16];
					end	
				else rt<=regs[id_ir[20:16]][31:16];
				end
			else if (id_ir[31:26]==swr) begin
				write<=1;
				rd<=extend;
				if ((alu || read) && id_ir[20:16]==dest) rt<=alu_out[15:0];
				else if ((mem_alu || mem_read) && id_ir[20:16]==mem_dest) rt<=cal_out[15:0];
				else if (id_ir[20:16]==wb_dest)begin
					if (wb_alu)
						rt<=reg_in[15:0];
					else if (wb_read)
						rt<=in_data[15:0];
					end	
				else rt<=regs[id_ir[20:16]][15:0];				
				end				
			else write<=0;
			if (id_ir[31:26]==lw) begin
				read<=1;
				rd<=extend; 
				dest<=id_ir[20:16];
				end
			else read<=0;
			if (id_ir[31:26]==j) begin
				branch<=1;
				branch_addr<={6'b00000,id_ir[25:0]};
				end
			else if (id_ir[31:26]==trap) begin
				branch<=1;
				branch_addr<=exe_addr+id_ir[25:0];
				end
			else if (id_ir[31:26]==bgtz) begin
				if (regs[id_ir[25:21]]>0) begin
					branch<=1;
					branch_addr<={11'b0,id_ir[20:0]};
					end
				else branch<=0;
				end
			else if (id_ir[31:26]==bne) begin
				if (regs[id_ir[25:21]]==regs[id_ir[20:16]]) begin
					branch<=1;
					branch_addr<=pc+(extend);
					end
				else branch<=0;
				end
			else if (id_ir[31:26]==cal && id_ir[5:0]==jr) begin
				branch<=1;
				branch_addr<=regs[id_ir[25:21]];
				end
			else if (id_ir[31:26]==beq) begin
				if (regs[id_ir[25:21]]==regs[id_ir[20:16]]) begin
					branch<=1;
					branch_addr<={11'b0,id_ir[20:0]};
					end
				else branch<=0;
				end
			else if (id_ir[31:26]==blez) begin
				if (regs[id_ir[25:21]]<=0) begin
					branch<=1;
					branch_addr<={11'b0,id_ir[20:0]};
					end
				else branch<=0;
				end
			else if (id_ir[31:26]==bnez) begin
				if (regs[id_ir[25:21]]!=0) begin
					branch<=1;
					branch_addr<={11'b0,id_ir[20:0]};
					end
				else branch<=0;
				end
			else if (id_ir[31:26]==bgez) begin
				if (regs[id_ir[25:21]]>=0) begin
					branch<=1;
					branch_addr<={11'b0,id_ir[20:0]};
					end
				else branch<=0;
				end	
			else if (id_ir[31:26]==bltz) begin
				if (regs[id_ir[25:21]]<0) begin
					branch<=1;
					branch_addr<={11'b0,id_ir[20:0]};
					end
				else branch<=0;
				end	
			else if (id_ir[31:26]==beqz) begin
				if (regs[id_ir[25:21]]==0) begin
					branch<=1;
					branch_addr<={11'b0,id_ir[20:0]};
					end
				else branch<=0;
				end																		
			else
				branch<=0;
			end
		end
	reg [31:0]mem_ir,cal_out;
	reg mem_read,mem_write,mem_alu;
	reg [4:0]mem_dest;
	always@(posedge clk or negedge rst)begin
		if (!rst) begin			
			cal_out<=32'b0;
			mem_ir<=32'b0;
			mem_read<=0;
			mem_write<=0;
			mem_alu<=0;
			mem_dest<=5'b0;
			end
		else if (state!=execute) begin
			end			
		else begin
			mem_ir<=ex_ir;
			mem_read<=read;
			mem_write<=write;
			mem_alu<=alu;
			mem_dest<=dest;
			if (alu) begin
				cal_out<=alu_out;
				end
			if (read) begin
				out_addr<=rs+rd;
				end
			if (write) begin
				out_addr<=rs+rd;
				out_data<=rt;
				we<=1;
				end
			else we<=0;
			end
		end
	reg [31:0]reg_in,wb_ir;
	reg wb_read,wb_alu;
	reg [4:0]wb_dest;
	always@(posedge clk or negedge rst)begin
		if(!rst) begin
			reg_in<=32'b0;
			wb_ir<=32'b0;
			wb_read<=0;
			wb_alu<=0;
			wb_dest<=5'b0;
			end
		else if (state!=execute) begin
			end			
		else begin
			wb_read<=mem_read;
			wb_alu<=mem_alu;
			wb_dest<=mem_dest;
			if (mem_alu) begin
				reg_in<=cal_out;
				end
			end
		end
	always@(posedge clk or negedge rst)begin
		if (!rst) begin
			for (i=0;i<32;i=i+1)
				regs[i]<=32'b0;		
			end
		else if (state!=execute) begin
			end			
		else begin	
			if (wb_alu) begin
				regs[wb_dest]<=reg_in;
				end
			else if (wb_read) begin
				regs[wb_dest]<=in_data;
				end
			end
		end
	 assign signs=alu;
	 assign states=wb_dest;
	 assign regc=regs[4];
	 assign regout=regs[3];
	 assign tmpreg1=rs;
	 assign tmpreg2=rt;
	 assign tmpir=id_ir;	
endmodule
`timescale 1ns / 1ps
module sign(
	input [15:0]imme,
	output reg [31:0]extend
    );
	always @(imme)begin
		if (imme[15]==1) begin
			extend[31:15]<=17'hfffff;
			end
		else
			extend[31:15]<=17'b0;
		extend[14:0]<=imme[14:0];
		end
endmodule
```

==> out/metrics.csv <==
stage,metric,value,unit
synthesis,ys_sh_mux,3.31,%
placement,hpwlAfterDp,267,mm
timing,period_minus_slack,7.67,ns
routing,num_vias,77800,
die,core,243000,um^2
run,warnings,80,
critical_path,crit_type,reg -> reg,
critical_path,crit_path_top_delay_cell,nor3_1,
timing,final-setup-viol-count,0,
synthesis,top_cell,dfrtp_1,
run_status,status,finished with violations,
critical_path,cp.arrival,8.38,ns
clock_network,clock-root-buffer,clkbuf_16,
die,rows,181,
synthesis,ys_types,88,
synthesis,ys_sh_simple,23.8,%
critical_path,crit_chain,"nor3b_2, buf_4, buf_4, and2_1, buf_4, a221o_1, or4_1, o32a_1, inv_1, ha_1, nand4_1, nor4_1, buf_4, nand2_1, nor3_1, o31ai_1, a31oi_1, nor3_1, or4b_4, nand3_4, mux2_4",
timing,skew,0.0421,ns
clock_network,cts_inserted_buffers,148,
timing,hold_violations,0,
clock_network,postCtsSetupRepairBufs,0,
global_route,grt_usage,33.9,%
routing,wl_per_cell,34.3,um
global_route,grt_max_degree,116,
die,die_x,497,um
placement,io_buffer_count,278,
critical_path,critPathCaptureType,flop,
clock_network,clockBufferDepth,3,
critical_path,critPathTopFamily,simple AND/OR/NAND/NOR gates,
clock_network,clock.latency.late_pin,0.86,ns
synthesis,synth-compound-area-share,19.2,%
synthesis,synthFlopType,dfrtp_1,
routing,antenna_left,1,
final_layout,fill_cells,24200,
clock_network,postCtsHoldBufs,0,
synthesis,yosysTopAreaCell,dfrtp_1,
timing,fin_tns_setup,0,ns
worst_hold_path,hold_class,reg -> reg,
synthesis,yosys-top-cells-count,"dfrtp_1 (1,237), nand3_1 (1,006), nand2_1 (865), nor2_1 (817), a21oi_1 (739)",
global_route,grt_pass1_wl,579,mm
clock_network,cts-resized-gates,0,
timing,slew_headroom,23.9,%
synthesis,ys_warn_count,6,
timing,max_freq,130,MHz
placement,place_congestion,1.08,
timing,untimed_endpoints,32,
critical_path,crit_top_cell,buf_4,
timing,unclocked_regs,32,
synthesis,netlist_area,73500,um^2
final_layout,area_growth,17.2,%
pwr,finalPower,7.74,mW
routing,drtPass1Iterations,9,
pwr,ir_drop,0.116,mV
synthesis,ys.flops,1319,
synthesis,area_leaders,"dfrtp_1 (42%), nand3_1 (6.8%), a21oi_1 (5.0%)",
critical_path,crit_required,17.71,ns
synthesis,syn_area_per_cell,8.42,um^2
critical_path,cpPeakStageDelay,0.71,ns
die,chipHeight,497,um
global_route,grt_pass1_vias,73800,
critical_path,crit_path_start_kind,flop,
synthesis,yosys_cells,8732,
placement,place_area,81000,um^2
pwr,p_leak,37.5,nW
critical_path,worstPathMaxFanout,34,
pwr,p_per_area,89.8,nW/um^2
run_status,failed_checks,antenna rules,
timing,slew_violations,0,
die,initial_core_util,30.2,%
global_route,antenna_found_initial,34,
synthesis,synth-edff-count,49,
timing,finalClockPeriodUsage,45.1,%
timing,rsz0062_at_grt,no,
final_layout,drive_gt1_share,10.2,%
synthesis,synthCells,8732,
synthesis,adder_share,2.55,%
synthesis,ys_area,73500,um^2
routing,wl,415,mm
routing,drtIter0Drc,10200,
synthesis,yosysTopAreaCellShare,42.1,%
global_route,grt_overflow,0,
final_layout,stdcell_area,86200,um^2
critical_path,critPathBufInv,5,
run,maxCapViolCount,0,
timing,worst_pin_slew,1.14,ns
clock_network,cts.htree.levels,4,
routing,drc,0,
synthesis,async_reset_ff_share,93.9,%
routing,avgViaCountPerCell,6.44,
die,die_area,247000,um^2
clock_network,cts_tree,yes,
synthesis,ys_sh_xor,1.27,%
die,io-pin-count,279,
clock_network,clkTransAtPathRegs,0.06,ns
synthesis,ys_top_logic_family,simple AND/OR/NAND/NOR gates,
-- layout by cell type, fill, tap and decap left out, drive strengths merged, types with 33 or more instances in the layout --
cell / netlist / layout
o221ai: 38 / 38
nor4: 84 / 84
o21ai: 724 / 724
and3: 270 / 270
nor2: 817 / 817
ha: 145 / 145
a22oi: 225 / 225
a21oi: 739 / 739
nand3: 1007 / 1007
o22ai: 45 / 45
clkdlybuf4s50: 0 / 277
nand2: 865 / 865
dfrtp: 1237 / 1237
a31oi: 50 / 50
nor3: 80 / 80
xnor2: 69 / 69
xor2: 38 / 38
a22o: 59 / 59
inv: 152 / 158
clkbuf: 736 / 203
diode: 0 / 46
buf: 89 / 380
mux2: 117 / 117
clkinv: 0 / 33
mux2i: 109 / 109
edfxtp: 49 / 49
nand4: 311 / 311
a221oi: 56 / 56
a2111oi: 81 / 81
-- tightest hold or removal path, cell delays in order (launching register included) --
cell and delay, ns:
dfrtp_1 0.35, nand2_1 0.05, o21ai_0 0.06
-- state kept, by name (all words and copies together) (netlist names), 5 cells and up --
signal,flops
dest,5
wb_dest,5
rt,32
branch_addr,8
reg_in,32
ALU.alu_out,32
mem_dest,5
rs,32
regs,1024
out_data,32
rd,8
state_sign,8
out_addr,8
id_ir,32
pc,8
op,7
cal_out,32
-- power by group --
part           total [mW]  switching, mW  internal, mW
combinational        1.09          0.823         0.271
clock                3.49           1.46          2.03
sequential           3.16         0.0599          3.10
-- metal layers --
| layer | global-route usage (%) | vias to the layer above | routed length [um] |
|---|---|---|---|
| li1 | - | 31800 | - |
| met1 | 41.7 | 37700 | 147000 |
| met2 | 45.4 | 6442 | 164000 |
| met3 | 18.9 | 1832 | 65500 |
| met4 | 22.8 | 37 | 37400 |
| met5 | 0.849 | - | 594 |
-- area by class of cell --
class	instances	area, um^2	share of cell area, %
antenna	46	115	0.134
timing repair buffer	657	5720	6.64
tap	3202	4010	4.65
clock inverter	61	850	0.986
multi-input combinational	6436	37700	43.8
clock buffer	203	4270	4.95
sequential	1319	32900	38.2
inverter	152	572	0.663
-- logic make-up (layout without fill, tap and decap cells) --
family,after synthesis,after routing
xor+xnor,107,107
fa+ha+maj,148,148
latches,32,32
buf+inv,977,1073
other cells,0,46
simple gates,3653,3653
compound gates,2302,2302
flops,1287,1287
mux,226,226
-- per-stage QoR --
step	utilization [%]	setup slack, ns	hold slack (ns)	instances
after floorplan	-	11.16	0.445	8732
after global placement	33.3	9.69	0.472	11800
after detailed placement	33.3	9.62	0.481	11800
after CTS	35.4	9.74	0.494	12000
after global routing	35.4	9.29	0.522	12000
final	35.4	9.33	0.496	12100
-- final timing paths --
path                              start        endpoint  slack [ns]  cells past startpoint
setup / recovery              id_ir[18]  branch_addr[0]        9.33                     21
hold / removal             regs[16][12]    regs[16][12]        0.50                      2
setup reg to reg              id_ir[18]  branch_addr[0]        9.33                     21
hold reg to reg            regs[16][12]    regs[16][12]        0.50                      2
max in group asynchronous           rst       id_ir[16]       10.61                      6
min in group asynchronous           rst    regs[10][23]        2.45                      1
Power and IR drop assume default switching activity.
